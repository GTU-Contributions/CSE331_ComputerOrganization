--- design/flow/config.mk ---
export PLATFORM = sky130hd
export DESIGN_NAME = mux32bit
export DESIGN_NICKNAME = mux32bit
export VERILOG_FILES = /design/flow/design.v
export SDC_FILE = /design/flow/constraint.sdc
export NUM_CORES = 4
export LEC_CHECK = 1
export CORE_AREA = 10 10 71 71
export DIE_AREA = 0 0 81 81
--- design/flow/constraint.sdc ---
current_design mux32bit

set clk_period 1.0
set clk_io_pct 0.2

create_clock -name clk0 -period $clk_period

set non_clock_inputs [all_inputs -no_clocks]
set_input_delay [expr $clk_period * $clk_io_pct] -clock clk0 $non_clock_inputs
set_output_delay [expr $clk_period * $clk_io_pct] -clock clk0 [all_outputs]
--- design/flow/design.v ---
module bit1_2to1_mux(output_bit, select, a, b);
input a, b, select;
output output_bit;
wire and0_wire, and1_wire, selectNot;
not not0_func(selectNot, select);
and and0_func(and0_wire, a, selectNot);
and and1_func(and1_wire, b, select);
or  or1_func(output_bit, and0_wire, and1_wire);
endmodule
module mux32bit(output32bit, select, input_1, input_2);
input [31:0] input_1, input_2;
input select;
output [31:0] output32bit;
bit1_2to1_mux select_bit0(output32bit[0], select, input_1[0], input_2[0]);
bit1_2to1_mux select_bit1(output32bit[1], select, input_1[1], input_2[1]);
bit1_2to1_mux select_bit2(output32bit[2], select, input_1[2], input_2[2]);
bit1_2to1_mux select_bit3(output32bit[3], select, input_1[3], input_2[3]);
bit1_2to1_mux select_bit4(output32bit[4], select, input_1[4], input_2[4]);
bit1_2to1_mux select_bit5(output32bit[5], select, input_1[5], input_2[5]);
bit1_2to1_mux select_bit6(output32bit[6], select, input_1[6], input_2[6]);
bit1_2to1_mux select_bit7(output32bit[7], select, input_1[7], input_2[7]);
bit1_2to1_mux select_bit8(output32bit[8], select, input_1[8], input_2[8]);
bit1_2to1_mux select_bit9(output32bit[9], select, input_1[9], input_2[9]);
bit1_2to1_mux select_bit10(output32bit[10], select, input_1[10], input_2[10]);
bit1_2to1_mux select_bit11(output32bit[11], select, input_1[11], input_2[11]);
bit1_2to1_mux select_bit12(output32bit[12], select, input_1[12], input_2[12]);
bit1_2to1_mux select_bit13(output32bit[13], select, input_1[13], input_2[13]);
bit1_2to1_mux select_bit14(output32bit[14], select, input_1[14], input_2[14]);
bit1_2to1_mux select_bit15(output32bit[15], select, input_1[15], input_2[15]);
bit1_2to1_mux select_bit16(output32bit[16], select, input_1[16], input_2[16]);
bit1_2to1_mux select_bit17(output32bit[17], select, input_1[17], input_2[17]);
bit1_2to1_mux select_bit18(output32bit[18], select, input_1[18], input_2[18]);
bit1_2to1_mux select_bit19(output32bit[19], select, input_1[19], input_2[19]);
bit1_2to1_mux select_bit20(output32bit[20], select, input_1[20], input_2[20]);
bit1_2to1_mux select_bit21(output32bit[21], select, input_1[21], input_2[21]);
bit1_2to1_mux select_bit22(output32bit[22], select, input_1[22], input_2[22]);
bit1_2to1_mux select_bit23(output32bit[23], select, input_1[23], input_2[23]);
bit1_2to1_mux select_bit24(output32bit[24], select, input_1[24], input_2[24]);
bit1_2to1_mux select_bit25(output32bit[25], select, input_1[25], input_2[25]);
bit1_2to1_mux select_bit26(output32bit[26], select, input_1[26], input_2[26]);
bit1_2to1_mux select_bit27(output32bit[27], select, input_1[27], input_2[27]);
bit1_2to1_mux select_bit28(output32bit[28], select, input_1[28], input_2[28]);
bit1_2to1_mux select_bit29(output32bit[29], select, input_1[29], input_2[29]);
bit1_2to1_mux select_bit30(output32bit[30], select, input_1[30], input_2[30]);
bit1_2to1_mux select_bit31(output32bit[31], select, input_1[31], input_2[31]);
endmodule
--- design/flow/run.sh ---
#!/bin/bash
# OpenROAD 26Q1-2900-gdf79404cd8, Yosys 0.63+post, stock flow scripts
make -C /OpenROAD-flow-scripts/flow DESIGN_CONFIG=/design/flow/config.mk WORK_HOME=/design/flow/orfs finish
==> flow_summary_export.csv <==
group,metric,value,unit
outcome,status,"finished with violations",
outcome,failed_checks,"negative setup slack",
synth,ys_cells,68,
synth,topCellsByArea,"mux2_4, buf_4, buf_12, mux2_2, buf_6",
sta,timing.fmax,850,MHz
route,routedWlPerCell,14.7,um
sta,fin_crit_sh,1.18,
cells_and_area,n_sequential_cell,0,
hold_path,hold_depth,3,
cells_and_area,clock_buffers,0,
sta,min_period,1180,ps
sta,setup_slack,-176,ps
placed_design,place_congestion,0.844,
route,vias,675,
sta,tightestPinTransition,89.3,ps
power,switching_share,0.219,
power,comb_power_share,1.000,
synth,xor_area_frac,0,
global_routing,antenna_found_initial,0,
job,max_cap_violations,0,
global_routing,grt_pass1_wl,3.72,mm
floorplan,io_pins,97,
route,drt-total-wl,2.71,mm
hold_path,hold_path_end,"output32bit[3]",
job,warnings,35,
synth,synthDistinctLibCells,5,
synth,top_area_frac,0.574,
route,vias_per_cell,3.67,
critical_path,arrival,980,ps
synth,synthAoiAreaFrac,0,
global_routing,track_usage,0.0704,
critical_path,start_kind,"primary input",
global_routing,gr-total-overflow,0,
synth,synth.comb.largest_family,"multiplexers",
floorplan,fp-utilization,0.216,
synth,yosys.stat.seqShare,0,
power,cellPowerDensity,385,mW/mm2
critical_path,worstPathRequired,800,ps
synth,synthCells,68,
global_routing,grt_pass1_vias,708,
hold_path,hold_start,"input_1[3]",
route,drt_first_pass_iters,2,
cells_and_area,fillers,364,
sta,hold_viol_final,0,
synth,synth-adder-area-share,0,
critical_path,worstPathMaxFanout,1,
synth,mux_area_frac,0.603,
sta,slew_violations,0,
floorplan,rows,22,
clock_network,ctsHoldBuffers,0,
critical_path,path_class,"in -> out",
synth,postSynthAreaPerCell,11.5,um2
floorplan,dieWidth,81,um
synth,top_area_cell,"mux2_4",
power,p_int,0.462,mW
cells_and_area,final_core_util,0.423,
power,clkPwrFrac,0,
sta,rsz0062_at_grt,"yes",
sta,setup_violations,32,
power,p_sw,0.129,mW
cells_and_area,seqCellArea,0,um2
route,drc,0,
cells_and_area,syn2layout_area_growth,95.7,%
synth,yosysWarnings,0,
floorplan,core_area,0.00363,mm2
power,power_frac_seq,0,
global_routing,grt_max_degree,11,
hold_path,min_path_type,"in -> out",
floorplan,die_h,81,um
synth,ys_area,785,um2
placed_design,port_buffers,97,
power,max-vdd-ir-drop,0.195,mV
route,diodes,0,
sta,setup_tns,-3100,ps
sta,hold_slack,693,ps
power,p_leak,0.861,nW
floorplan,die_area,0.00656,mm2
route,drt_iter0_drc,4,
placed_design,hpwl,2.43,mm
synth,synth-simple-area-share,0,
critical_path,end_kind,"output pin",
critical_path,crit_start,"input_2[26]",
route,ant_nets,0,
synth,syn-cell-area,785,um2
sta,relSlewSlack,0.940,
cells_and_area,drive_gt1_frac,0.529,
how the worst max path moves through the flow:
stage,slack (ps),end,cells after the start
CTS,-180,output32bit[26],5
global route,-190,output32bit[26],5
finish,-180,output32bit[26],3
power by group through the flow:
stage         registers (mW)  clock network, mW  logic [mW]
finish                     0                  0       0.591
CTS                        0                  0       0.575
global route               0                  0       0.633
area by class of cell:
class | count | area (um2) | share of cell area
tap | 48 | 60.1 | 0.0391
multi-input combinational | 32 | 473 | 0.308
timing repair buffer | 104 | 1000 | 0.653
synth_stat cells:
cell type,n
buf_12,3
buf_4,32
buf_6,1
mux2_2,2
mux2_4,30
cell families after synthesis:
kind of cell / after synthesis
buffers and inverters: 36
multiplexers: 32
worst max-delay path, stage by stage:
cell	delay, ps
clkdlybuf4s50_1	400
mux2_4	260
buf_6	110
repair_timing:
item / CTS / global route
resized: 168 / 14
setup buffers: 4 / 0
endpoints found under the setup margin: 32 / 32
gates cloned: 1 / 0
endpoints found under the hold margin: 0 / 0
per-stage QoR:
| stage | instance area, um2 | power [mW] | std cells | worst slack, ps |
|---|---|---|---|---|
| 2_1_floorplan | 906 | 0.413 | 68 | -48.2 |
| 3_3_place_gp | 1540 | 0.653 | 179 | -500 |
| 3_5_place_dp | 1540 | 0.659 | 179 | -494 |
| 4_1_cts | 1470 | 0.575 | 184 | -180 |
| 5_1_grt | 1540 | 0.633 | 184 | -194 |
| 6_report | 1540 | 0.591 | 184 | -176 |
routing by layer:
layer  up-vias  part of all wire  global-route usage  routed length (um)
li1        337                 -                   -                   -
met1       297              0.38              0.0811                1030
met2        41              0.51               0.128                1380
met3         0              0.11              0.0267                 297
met4         0                 0                   0                   0
met5         -                 0                   0                   0
layout by cell type (no fill, tap or decap):
| master | Yosys | layout |
|---|---|---|
| buf_12 | 3 | 3 |
| buf_16 | 0 | 1 |
| buf_2 | 0 | 13 |
| buf_4 | 32 | 1 |
| buf_6 | 1 | 21 |
| buf_8 | 0 | 1 |
| clkdlybuf4s50_1 | 0 | 6 |
| dlygate4sd2_1 | 0 | 52 |
| dlymetal6s2s_1 | 0 | 6 |
| mux2_2 | 2 | 2 |
| mux2_4 | 30 | 30 |
Power figures rest on the tool's default switching activity, not on a simulated workload.
