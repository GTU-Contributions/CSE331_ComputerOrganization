===== config.mk =====
export PLATFORM = sky130hd
export DESIGN_NAME = MainControl
export DESIGN_NICKNAME = MainControl
export VERILOG_FILES = /design/flow/design.v
export SDC_FILE = /design/flow/constraint.sdc
export NUM_CORES = 4
export LEC_CHECK = 1
export CORE_AREA = 10 10 70 70
export DIE_AREA = 0 0 80 80

===== constraint.sdc =====
current_design MainControl

set clk_period 2.9
set clk_io_pct 0.2

create_clock -name clk0 -period $clk_period

set non_clock_inputs [all_inputs -no_clocks]
set_input_delay [expr $clk_period * $clk_io_pct] -clock clk0 $non_clock_inputs
set_output_delay [expr $clk_period * $clk_io_pct] -clock clk0 [all_outputs]

===== design.v =====
module MainControl(ALUop, RegDst, ALUSrc, MemtoReg, RegWrite, MemRead, MemWrite, Jump, Branch, BranchNotEqual, OpCode);
input [5:0] OpCode;
output [2:0] ALUop;
output RegDst, Jump, Branch, BranchNotEqual, MemRead, MemtoReg, MemWrite, ALUSrc, RegWrite;
assign ALUop = (OpCode == 6'b000000) ? 							 	3'b111 :  
					(OpCode == 6'b000100 || OpCode == 6'b000101) ?	3'b000 :  
					(OpCode == 6'b001000 || OpCode == 6'b100011 ||
					 OpCode == 6'b100100 || OpCode == 6'b100101 ||
					 OpCode == 6'b101000 || OpCode == 6'b101001 ||
													OpCode == 6'b101011) ?	3'b001 :  
					(OpCode == 6'b001001) ?									3'b101 :  
					(OpCode == 6'b001010) ?								   3'b010 :  
					(OpCode == 6'b001011) ?								   3'b110 :  
					(OpCode == 6'b001100) ?								   3'b011 :  
					(OpCode == 6'b001101) ?								   3'b100 :  
																					3'b011 ;  
assign RegDst = (OpCode == 6'b000000) ? 1'b1 : 1'b0;
assign ALUSrc = (OpCode == 6'b001000 || OpCode == 6'b100011 ||
					  OpCode == 6'b100100 || OpCode == 6'b100101 ||
					  OpCode == 6'b101000 || OpCode == 6'b101001 ||
					  OpCode == 6'b101011 || OpCode == 6'b001001 ||
					  OpCode == 6'b001010 || OpCode == 6'b001011 ||
					  OpCode == 6'b001100 || OpCode == 6'b001101 ||
					  OpCode == 6'b001111) ? 1'b1 : 1'b0; 
assign MemtoReg = (OpCode == 6'b100011 || OpCode == 6'b100100 || OpCode == 6'b100101) ? 1'b1 : 1'b0;
assign RegWrite = (OpCode == 6'b101000 || OpCode == 6'b101001 || OpCode == 6'b101011 ||
						 OpCode == 6'b000100 || OpCode == 6'b000101 || OpCode == 6'b000010) ? 1'b0 : 1'b1;
assign MemRead = (OpCode == 6'b100011 || OpCode == 6'b100100 || OpCode == 6'b100101) ? 1'b1 : 1'b0;
assign MemWrite = (OpCode == 6'b101000 || OpCode == 6'b101001 || OpCode == 6'b101011) ? 1'b1 : 1'b0;
assign Jump = (OpCode == 6'b000010 || OpCode == 6'b000011) ? 1'b1 : 1'b0;
assign Branch = (OpCode == 6'b000100 || OpCode == 6'b000101) ? 1'b1 : 1'b0;				 
assign BranchNotEqual = (OpCode == 6'b000101) ? 1'b1 : 1'b0;
endmodule

===== run.sh =====
#!/bin/bash
# OpenROAD 26Q1-2900-gdf79404cd8, Yosys 0.63+post, stock flow scripts
make -C /OpenROAD-flow-scripts/flow DESIGN_CONFIG=/design/flow/config.mk WORK_HOME=/design/flow/orfs finish

==> impl_metrics.json <==
{
  "grt_pass1_vias": 380,
  "grt_usage": 0.0326,
  "grt_pass1_wl_microns": 1770,
  "holdCritStartpoint": "OpCode[4]",
  "slowest_delay_ns": 0.53,
  "crit_top_cell": "clkdlybuf4s50_1",
  "dp_hpwl_microns": 875,
  "io_pins": 18,
  "crit_required_ns": 2.32,
  "setup_viol": 0,
  "hold_buffers": 0,
  "logic_area_sq_um": 254,
  "rows": 21,
  "rsz0062_at_grt": "false",
  "post-cts-setup-buffers": 0,
  "ys_cells": 45,
  "nClkBuffers": 0,
  "drt_wl_total_microns": 1080,
  "synth_cell_types": 27,
  "fillers": 382,
  "ys_sh_simple": 0.458,
  "hold_viol_final": 0,
  "topCombFamilyByArea": "simple AND/OR/NAND/NOR gates",
  "syn_to_final_growth_pct": 76.9,
  "synthTopCellsByArea": "buf_6, a21oi_1, nand3_1",
  "regArea_sq_um": 0,
  "fa_ha_area_frac": 0,
  "vias": 391,
  "avgViaCountPerCell": 3.55,
  "fin_crit_ns": 2.81,
  "io_buffers": 18,
  "finalCoreUtilization": 0.163,
  "finalCritPeriodShare": 0.968,
  "slew_violations": 0,
  "fmax_ghz": 0.356,
  "fp_util": 0.0919,
  "top_cell_area_share": 0.143,
  "synth.cellmix.compoundShare": 0.279,
  "max-slew-margin-rel": 0.843,
  "yosysWarnings": 0,
  "startpoint_type": "input pin",
  "ys_sh_xor": 0.0279,
  "synth_cells": 45,
  "core_area_sq_mm": 0.00342,
  "syn_area_per_cell_sq_um": 6.98,
  "drv_cap": 0,
  "diodes": 0,
  "crit_path_end_kind": "output pin",
  "cp_num_buf_inv": 2,
  "warnings": 32,
  "drtIter0Drc": 39,
  "drt.antenna.violating_nets": 0,
  "die_y_microns": 80,
  "ys_sh_mux": 0,
  "path_cells": "clkdlybuf4s50_1 -> or4b_1 -> a21oi_1 -> o21bai_1 -> clkdlybuf4s50_1",
  "tns_ns": 0,
  "drc": 0,
  "flop-count": 0,
  "syn_area_sq_um": 314,
  "cp_top_family": "buffers and inverters",
  "critPathKind": "input pin to output pin",
  "wl_per_cell_microns": 9.80,
  "grt_max_degree": 15,
  "die_area_sq_mm": 0.00640,
  "worstPathArrival_ns": 2.23,
  "pwr_density_cell_mw_per_mm2": 104,
  "gr-total-overflow": 0,
  "path_max_fanout": 5,
  "drive_gt1_frac": 0.188,
  "antenna_found_initial": 0,
  "yosys-stat-area_sq_um": 314,
  "vdd_drop_max_v": 0.0000193,
  "worstSetupStartpoint": "OpCode[3]",
  "status": "finished clean",
  "top_area_cell": "buf_6",
  "worst_slack_ns": 0.0922,
  "slowest_stage": "or4b_1",
  "leakagePower_uw": 0.000191,
  "ys_seq_share": 0,
  "place.gp.congestion": 0.786,
  "dr.pass1.iters": 4,
  "place_ws_ns": 0.0721,
  "die_w_microns": 80,
  "hold_path_class": "input pin to output pin",
  "tightest_slew_ns": 0.233
}
-- synth_stat cells --
master,n
a211oi_1,2
a21boi_0,1
a21oi_1,4
a31oi_1,1
and3_1,3
and4_2,1
buf_4,1
buf_6,4
clkbuf_8,1
inv_1,2
nand2_1,1
nand2b_1,3
nand3_1,4
nand3b_1,1
nand4b_1,1
nand4bb_1,1
nor2_1,3
nor3_1,1
nor4bb_1,1
o211ai_1,1
o21a_1,1
o21ai_0,2
o21bai_1,1
o22ai_1,1
or3b_2,1
or4b_1,1
xnor2_1,1
-- cells by family (layout without fill, tap and decap cells) --
kind of cell    count (synthesis)  count (layout)
xor+xnor                        1               1
compound gates                 14              14
simple gates                   22              22
buf+inv                         8              27
-- routing by layer --
layer	global-route usage	vias to the layer above	wire length, microns
met2	0.0554	12	463
met1	0.0442	174	502
li1	-	205	-
met3	0.00568	0	113
met4	0	0	0
met5	0	-	0
-- layout make-up --
class / instances / area share
repair buffers: 25 / 0.426
well taps: 46 / 0.104
inverters: 2 / 0.0135
multi-input cells: 37 / 0.457
-- cell usage in the layout, fill, tap and decap left out --
cell type and n:
nand3_1 4, nand2b_1 3, a21oi_1 4, o21bai_1 1
nor2_1 2, a211oi_1 1, or4b_1 1, xnor2_1 1
clkdlybuf4s50_1 18, and4_2 1, a31oi_1 1, o21a_1 1
nand2_1 1, nand3b_1 1, or3b_2 1, inv_1 2
nor4bb_2 1, nand4b_1 1, o21ai_0 2, nor2_2 1
nor3_1 1, o22ai_1 1, o211ai_1 1, nand4bb_1 1
and3_1 3, a211oi_2 1, buf_4 6, a21boi_0 1
buf_6 1
-- power breakdown --
group	leakage [uW]	total [uW]	switching, uW	internal, uW
Sequential	0	0	0	0
Combinational	0.000191	57.5	24.2	33.4
Clock	0	0	0	0
Total	0.000191	57.5	24.2	33.4
-- repair_timing --
item	4_1_cts	5_1_grt
gates resized	0	4
endpoints found under the hold margin	0	0
endpoints found under the setup margin	0	4
-- final timing paths --
kind | depth (start not counted) | endpoint | slack (ns)
max | 5 | RegWrite | 0.09
min | 3 | RegDst | 2.24
-- stage by stage --
| step | instances | instance area (sq um) | total power [uW] | hold WS (ns) |
|---|---|---|---|---|
| floorplan | 45 | 314 | 29.9 | 1.18 |
| global placement | 110 | 538 | 55.0 | 2.23 |
| detailed placement | 110 | 538 | 55.7 | 2.24 |
| CTS | 110 | 538 | 55.9 | 2.25 |
| global route | 110 | 556 | 64.4 | 2.29 |
| finish | 110 | 556 | 57.5 | 2.24 |
No activity file was given, so power comes from the tool's default toggle rates.
