<file path="flow/design.v">
module bit1_2to1_mux(output_bit, select, a, b);
input a, b, select;
output output_bit;
wire and0_wire, and1_wire, selectNot;
not not0_func(selectNot, select);
and and0_func(and0_wire, a, selectNot);
and and1_func(and1_wire, b, select);
or  or1_func(output_bit, and0_wire, and1_wire);
endmodule
module bit1_alu(carry_out, result, a, b, less, carry_in, ALUop);
input a, b, less, carry_in;
input [3:0] ALUop;
output carry_out, result;
wire xor_0, or_0, or_1, or_3, and_0, and_1, and_2, and_3, and_4, not_0, not_1, not_2, not_3;
wire m1, m2, m3, m4, m5, m6, m7, m8, m9, m10, m11, m12, m13, m14;
wire [15:0] regMux;
xor xor0(xor_0, b, ALUop[2]);
or or0(or_0, a, xor_0);
and and0(and_0, a, xor_0);
not not0(not_0, and_0);
and and1(and_1, not_0, or_0);
and and2(and_2, and_1, carry_in);
or or1(or_1, and_1, carry_in);
or or2(carry_out, and_0, and_2);
not not1(not_1, and_2);
and and3(and_3, not_1, or_1);
and and4(and_4, a, b);
or or3(or_3, a, b);
not not2(not_2, or_3);
not not3(not_3, and_4);
assign regMux[0] = and_4;	 
assign regMux[1] = or_3;	 
assign regMux[2] = and_3;	 
assign regMux[3] = 0;		 
assign regMux[4] = not_3;	 
assign regMux[5] = not_2;	 
assign regMux[6] = and_3;	 
assign regMux[7] = less;	 
assign regMux[8] = 1;		 
assign regMux[9] = 1;		 
assign regMux[10] = and_3;	 
assign regMux[11] = 0;		 
assign regMux[12] = 0;		 
assign regMux[13] = 0;		 
assign regMux[14] = and_3;	 
assign regMux[15] = less;	 
bit1_2to1_mux mx1(m1, 	ALUop[0], regMux[0],  regMux[1]); 	 
bit1_2to1_mux mx2(m2, 	ALUop[0], regMux[2],  regMux[3]); 	 
bit1_2to1_mux mx3(m3, 	ALUop[0], regMux[4],  regMux[5]); 	 
bit1_2to1_mux mx4(m4, 	ALUop[0], regMux[6],  regMux[7]); 	 
bit1_2to1_mux mx8(m8, 	ALUop[0], regMux[8],  regMux[9]); 	 
bit1_2to1_mux mx9(m9, 	ALUop[0], regMux[10], regMux[11]); 	 
bit1_2to1_mux mx10(m10, ALUop[0], regMux[12], regMux[13]); 	 
bit1_2to1_mux mx11(m11, ALUop[0], regMux[14], regMux[15]); 	 
bit1_2to1_mux mx5(m5, 	ALUop[1], m1, m2);
bit1_2to1_mux mx6(m6, 	ALUop[1], m3, m4);
bit1_2to1_mux mx12(m12, ALUop[1], m8, m9);
bit1_2to1_mux mx13(m13, ALUop[1], m10, m11);
bit1_2to1_mux mx7(m7, 	ALUop[2], m5, m6);
bit1_2to1_mux mx14(m14, ALUop[2], m12, m13);
bit1_2to1_mux mx15(result, ALUop[3], m7, m14);
endmodule
module bit1_aluMSB(carry_out, result, V, set, a, b, less, carry_in, ALUop);
input a, b, less, carry_in;
input [3:0] ALUop;
output carry_out, result, V, set;
wire xor_0, xor_1, xor_2, or_0, or_1, or_3, and_0, and_1, and_2, and_3, and_4, not_0, not_1, not_2, not_3;
wire m1, m2, m3, m4, m5, m6, m7, m8, m9, m10, m11, m12, m13, m14;
wire [15:0] regMux;
xor xor0(xor_0, b, ALUop[2]);
or or0(or_0, a, xor_0);
and and0(and_0, a, xor_0);
not not0(not_0, and_0);
and and1(and_1, not_0, or_0);
and and2(and_2, and_1, carry_in);
or or1(or_1, and_1, carry_in);
or or2(carry_out, and_0, and_2);
not not1(not_1, and_2);
and and3(and_3, not_1, or_1);
and and4(and_4, a, b);
or or3(or_3, a, b);
not not2(not_2, or_3);
not not3(not_3, and_4);
assign regMux[0] = and_4;	 
assign regMux[1] = or_3;	 
assign regMux[2] = and_3;	 
assign regMux[3] = 0;		 
assign regMux[4] = not_3;	 
assign regMux[5] = not_2;	 
assign regMux[6] = and_3;	 
assign regMux[7] = less;	 
assign regMux[8] = 1;		 
assign regMux[9] = 1;		 
assign regMux[10] = and_3;	 
assign regMux[11] = 0;		 
assign regMux[12] = 0;		 
assign regMux[13] = 0;		 
assign regMux[14] = and_3;	 
assign regMux[15] = less;	 
bit1_2to1_mux mx1(m1, 	ALUop[0], regMux[0],  regMux[1]); 	 
bit1_2to1_mux mx2(m2, 	ALUop[0], regMux[2],  regMux[3]); 	 
bit1_2to1_mux mx3(m3, 	ALUop[0], regMux[4],  regMux[5]); 	 
bit1_2to1_mux mx4(m4, 	ALUop[0], regMux[6],  regMux[7]); 	 
bit1_2to1_mux mx8(m8, 	ALUop[0], regMux[8],  regMux[9]); 	 
bit1_2to1_mux mx9(m9, 	ALUop[0], regMux[10], regMux[11]); 	 
bit1_2to1_mux mx10(m10, ALUop[0], regMux[12], regMux[13]); 	 
bit1_2to1_mux mx11(m11, ALUop[0], regMux[14], regMux[15]); 	 
bit1_2to1_mux mx5(m5, 	ALUop[1], m1, m2);
bit1_2to1_mux mx6(m6, 	ALUop[1], m3, m4);
bit1_2to1_mux mx12(m12, ALUop[1], m8, m9);
bit1_2to1_mux mx13(m13, ALUop[1], m10, m11);
bit1_2to1_mux mx7(m7, 	ALUop[2], m5, m6);
bit1_2to1_mux mx14(m14, ALUop[2], m12, m13);
bit1_2to1_mux mx15(result, ALUop[3], m7, m14);
xor xor1(xor_1, carry_out, carry_in);
assign V = (ALUop[3] == 1) ? carry_out : xor_1;
xor xor2(xor_2, V, and_3);
assign set = (ALUop[3] == 1) ? !carry_out : xor_2;
endmodule
module bit32_alu(Z, V, carry_out_MSB, r, a, b, ALUctrl);
input [31:0] a, b;
input [3:0] ALUctrl;
output [31:0] r;
output carry_out_MSB, Z, V;
wire [30:0] carry_out;
wire set, setZ;
assign setZ = 1'b0;
bit1_alu bit1_alu_0(carry_out[0], r[0], a[0], b[0], set, ALUctrl[2], ALUctrl);
bit1_alu bit1_alu_1(carry_out[1], r[1], a[1], b[1], setZ, carry_out[0], ALUctrl);  
bit1_alu bit1_alu_2(carry_out[2], r[2], a[2], b[2], setZ, carry_out[1], ALUctrl);  
bit1_alu bit1_alu_3(carry_out[3], r[3], a[3], b[3], setZ, carry_out[2], ALUctrl);  
bit1_alu bit1_alu_4(carry_out[4], r[4], a[4], b[4], setZ, carry_out[3], ALUctrl);  
bit1_alu bit1_alu_5(carry_out[5], r[5], a[5], b[5], setZ, carry_out[4], ALUctrl);  
bit1_alu bit1_alu_6(carry_out[6], r[6], a[6], b[6], setZ, carry_out[5], ALUctrl);  
bit1_alu bit1_alu_7(carry_out[7], r[7], a[7], b[7], setZ, carry_out[6], ALUctrl);  
bit1_alu bit1_alu_8(carry_out[8], r[8], a[8], b[8], setZ, carry_out[7], ALUctrl);  
bit1_alu bit1_alu_9(carry_out[9], r[9], a[9], b[9], setZ, carry_out[8], ALUctrl);  
bit1_alu bit1_alu_10(carry_out[10], r[10], a[10], b[10], setZ, carry_out[9], ALUctrl);  
bit1_alu bit1_alu_11(carry_out[11], r[11], a[11], b[11], setZ, carry_out[10], ALUctrl);  
bit1_alu bit1_alu_12(carry_out[12], r[12], a[12], b[12], setZ, carry_out[11], ALUctrl);  
bit1_alu bit1_alu_13(carry_out[13], r[13], a[13], b[13], setZ, carry_out[12], ALUctrl);  
bit1_alu bit1_alu_14(carry_out[14], r[14], a[14], b[14], setZ, carry_out[13], ALUctrl);  
bit1_alu bit1_alu_15(carry_out[15], r[15], a[15], b[15], setZ, carry_out[14], ALUctrl);  
bit1_alu bit1_alu_16(carry_out[16], r[16], a[16], b[16], setZ, carry_out[15], ALUctrl);  
bit1_alu bit1_alu_17(carry_out[17], r[17], a[17], b[17], setZ, carry_out[16], ALUctrl);  
bit1_alu bit1_alu_18(carry_out[18], r[18], a[18], b[18], setZ, carry_out[17], ALUctrl);  
bit1_alu bit1_alu_19(carry_out[19], r[19], a[19], b[19], setZ, carry_out[18], ALUctrl);  
bit1_alu bit1_alu_20(carry_out[20], r[20], a[20], b[20], setZ, carry_out[19], ALUctrl);  
bit1_alu bit1_alu_21(carry_out[21], r[21], a[21], b[21], setZ, carry_out[20], ALUctrl);  
bit1_alu bit1_alu_22(carry_out[22], r[22], a[22], b[22], setZ, carry_out[21], ALUctrl);  
bit1_alu bit1_alu_23(carry_out[23], r[23], a[23], b[23], setZ, carry_out[22], ALUctrl);  
bit1_alu bit1_alu_24(carry_out[24], r[24], a[24], b[24], setZ, carry_out[23], ALUctrl);  
bit1_alu bit1_alu_25(carry_out[25], r[25], a[25], b[25], setZ, carry_out[24], ALUctrl);  
bit1_alu bit1_alu_26(carry_out[26], r[26], a[26], b[26], setZ, carry_out[25], ALUctrl);  
bit1_alu bit1_alu_27(carry_out[27], r[27], a[27], b[27], setZ, carry_out[26], ALUctrl);  
bit1_alu bit1_alu_28(carry_out[28], r[28], a[28], b[28], setZ, carry_out[27], ALUctrl);  
bit1_alu bit1_alu_29(carry_out[29], r[29], a[29], b[29], setZ, carry_out[28], ALUctrl);  
bit1_alu bit1_alu_30(carry_out[30], r[30], a[30], b[30], setZ, carry_out[29], ALUctrl);  
bit1_aluMSB bit1_aluMSB(carry_out_MSB, r[31], V, set, a[31], b[31], setZ, carry_out[30], ALUctrl);
wire or_1, or_2, or_3, or_4, not_0;
or or1(or_1, r[0], r[1], r[2], r[3], r[4], r[5], r[6], r[7]);
or or2(or_2, r[8], r[9], r[10], r[11], r[12], r[13], r[14], r[15]);
or or3(or_3, r[16], r[17], r[18], r[19], r[20], r[21], r[22], r[23]);
or or4(or_4, r[24], r[25], r[26], r[27], r[28], r[29], r[30], r[31]);
or or5(not_0, or_1, or_2, or_3, or_4);
not not0(Z, not_0);
endmodule
</file>
<file path="flow/run.sh">
#!/bin/bash
# OpenROAD 26Q1-2900-gdf79404cd8, Yosys 0.63+post, stock flow scripts
make -C /OpenROAD-flow-scripts/flow DESIGN_CONFIG=/design/flow/config.mk WORK_HOME=/design/flow/orfs finish
</file>
<file path="flow/config.mk">
export PLATFORM = sky130hd
export DESIGN_NAME = bit32_alu
export DESIGN_NICKNAME = bit32_alu
export VERILOG_FILES = /design/flow/design.v
export SDC_FILE = /design/flow/constraint.sdc
export NUM_CORES = 4
export LEC_CHECK = 1
export CORE_UTILIZATION = 50
</file>
<file path="flow/constraint.sdc">
current_design bit32_alu

set clk_period 38.5
set clk_io_pct 0.2

create_clock -name clk0 -period $clk_period

set non_clock_inputs [all_inputs -no_clocks]
set_input_delay [expr $clk_period * $clk_io_pct] -clock clk0 $non_clock_inputs
set_output_delay [expr $clk_period * $clk_io_pct] -clock clk0 [all_outputs]
</file>
==> flow_results.xml <==
<?xml version="1.0" encoding="UTF-8"?>
<metrics>
  <group name="global_route">
    <metric name="use_met3" unit="%">4.342</metric>
    <metric name="pin_count_of_the_biggest_net_entering_global_routing" unit="">43</metric>
    <metric name="track_usage" unit="%">27.26</metric>
    <metric name="grt_pass1_vias" unit="">2275</metric>
    <metric name="top_usage_layer" unit="">met2</metric>
    <metric name="globalRoute.totalOverflow" unit="">0</metric>
    <metric name="grt_antenna_before_repair" unit="">0</metric>
    <metric name="wire_length_of_the_first_global_routing_pass" unit="um">11100</metric>
    <metric name="grtUsageMet2" unit="%">43.74</metric>
    <metric name="grtUsageMet1" unit="%">41.99</metric>
  </group>
  <group name="placed_design">
    <metric name="port-buffer-count" unit="">103</metric>
    <metric name="place_hpwl" unit="um">5620</metric>
    <metric name="placed_cell_area" unit="um^2">3483</metric>
    <metric name="globalplace.congestion" unit="">0.9226</metric>
    <metric name="pre_cts_ws" unit="ns">7.635</metric>
    <metric name="placed_cells_incl_taps" unit="">451</metric>
  </group>
  <group name="critical_path">
    <metric name="critical-path-top-delay-family" unit="">adder cells</metric>
    <metric name="crit_arrival" unit="ns">23.20</metric>
    <metric name="slowest_stage" unit="">sky130_fd_sc_hd__or4_1</metric>
    <metric name="worst-setup-path-type" unit="">input port to primary output</metric>
    <metric name="crit_buf_inv" unit="">3</metric>
    <metric name="crit_required" unit="ns">30.80</metric>
    <metric name="endpoint_kind" unit="">primary output</metric>
    <metric name="launching_element_type_of_the_critical_path" unit="">input port</metric>
    <metric name="path_common_cell" unit="">sky130_fd_sc_hd__fa_1</metric>
    <metric name="worst_path_max_stage_delay" unit="ns">0.59</metric>
    <metric name="max_fanout_on_critical_path" unit="">4</metric>
  </group>
  <group name="timing">
    <metric name="finalClockPeriodUsage" unit="%">80.26</metric>
    <metric name="maxSlewHeadroom" unit="%">57.75</metric>
    <metric name="setup_failing_eps_final" unit="">0</metric>
    <metric name="final_max_slew_viol_count" unit="">0</metric>
    <metric name="rsz0062_at_grt" unit="">no</metric>
    <metric name="final_hold_viol_count" unit="">0</metric>
    <metric name="min_period" unit="ns">30.90</metric>
    <metric name="max_freq" unit="MHz">32.36</metric>
    <metric name="postLayoutSetupSlackWorst" unit="ns">7.600</metric>
    <metric name="tns" unit="ns">0</metric>
    <metric name="worst_pin_slew" unit="ns">0.6289</metric>
  </group>
  <group name="cts">
    <metric name="post-cts-setup-buffer-count" unit="">0</metric>
    <metric name="post_cts_resized" unit="">0</metric>
    <metric name="cts_hold_buffers" unit="">0</metric>
  </group>
  <group name="routing">
    <metric name="post_drt_wl_per_cell" unit="um">15.56</metric>
    <metric name="vias" unit="">2437</metric>
    <metric name="first_pass_drt_iterations" unit="">4</metric>
    <metric name="drt_via_density" unit="">5.404</metric>
    <metric name="remaining_drc_errors" unit="">0</metric>
    <metric name="first_iter_violations" unit="">135</metric>
    <metric name="antennaDiodeCount" unit="">0</metric>
    <metric name="final_wirelength" unit="um">7019</metric>
    <metric name="final_antenna_net_count" unit="">0</metric>
  </group>
  <group name="outcome">
    <metric name="outcome" unit="">finished clean</metric>
  </group>
  <group name="final_layout">
    <metric name="nFillCells" unit="">439</metric>
    <metric name="ff_latch_area" unit="um^2">0</metric>
    <metric name="layout.cells.most_common_list" unit="">102 x sky130_fd_sc_hd__clkdlybuf4s50_1, 41 x sky130_fd_sc_hd__xor2_1, 31 x sky130_fd_sc_hd__fa_1</metric>
    <metric name="multiInputGateArea" unit="um^2">2302</metric>
    <metric name="instances_no_fill" unit="">451</metric>
    <metric name="final_layout_size_suffix_gt1_share" unit="%">6.037</metric>
    <metric name="clock_buffers" unit="">0</metric>
    <metric name="post_route_standard_cell_area_excluding_fillers" unit="um^2">3483</metric>
    <metric name="layout_top_cell_excl_fill_tap" unit="">sky130_fd_sc_hd__clkdlybuf4s50_1</metric>
    <metric name="design.seq.count" unit="">0</metric>
    <metric name="syn_to_final_growth" unit="%">31.32</metric>
  </group>
  <group name="power_and_ir_drop">
    <metric name="static-leakage-power" unit="nW">1.275</metric>
    <metric name="pwr_cell_area" unit="nW/um^2">17.14</metric>
    <metric name="vdd.ir_drop.worst" unit="mV">0.009965</metric>
    <metric name="p_total" unit="mW">0.05969</metric>
  </group>
  <group name="floorplan">
    <metric name="core_area" unit="um^2">5107</metric>
    <metric name="num_io_pins" unit="">103</metric>
    <metric name="floorplanUtilization" unit="%">51.94</metric>
    <metric name="chip_area" unit="um^2">5600</metric>
    <metric name="die_width" unit="um">74.84</metric>
    <metric name="standard_cell_row_count" unit="">26</metric>
    <metric name="die_y" unit="um">74.84</metric>
  </group>
  <group name="logic_synthesis">
    <metric name="netlist_instances" unit="">325</metric>
    <metric name="synth_largest_type_area_fraction" unit="%">23.40</metric>
    <metric name="synth.top_cells.by_area" unit="">sky130_fd_sc_hd__fa_1 23%, sky130_fd_sc_hd__xor2_1 14%, sky130_fd_sc_hd__maj3_1 9.8%</metric>
    <metric name="top_area_cell" unit="">sky130_fd_sc_hd__fa_1</metric>
    <metric name="synth-cells-yosys" unit="">325</metric>
    <metric name="synth.lib_cells_used.distinct" unit="">45</metric>
    <metric name="synthesis.area" unit="um^2">2653</metric>
    <metric name="synth-area-yosys" unit="um^2">2653</metric>
    <metric name="synth-warning-count" unit="">0</metric>
    <metric name="synth_seq_share" unit="%">0</metric>
    <metric name="avgSynthCellArea" unit="um^2">8.162</metric>
  </group>
  <group name="run">
    <metric name="tool_warnings" unit="">33</metric>
    <metric name="drv.max_cap_violation_count" unit="">0</metric>
  </group>
  <group name="hold_path">
    <metric name="timing.hold.worst.class" unit="">input port to primary output</metric>
  </group>
</metrics>
stage by stage:
step | hold WS (ns) | utilization (%)
finish | 16.48 | 68.20
global route | 16.54 | 68.20
CTS | 16.48 | 68.20
detailed placement | 16.48 | 68.20
global placement | 16.49 | 68.20
floorplan | 15.70 | -
cells by family after synthesis:
| logic type | Yosys count | synth area share [%] |
|---|---|---|
| simple gates | 85 | 16.32 |
| fa+ha+maj | 63 | 35.75 |
| compound gates | 61 | 14.81 |
| buf+inv | 58 | 13.30 |
| xor+xnor | 48 | 15.85 |
| mux | 10 | 3.962 |
layer usage:
layer | share of wire, % | wire (um)
met2 | 47 | 3265
met1 | 44 | 3115
met4 | 1.0 | 73
met5 | 0 | 0
met3 | 8.0 | 564
worst paths after layout:
check | endpoint | from | slack [ns] | cells past startpoint
setup / recovery | Z | b[0] | 7.60 | 41
hold / removal | r[23] | ALUctrl[2] | 16.48 | 5
synth_stat cells (4+ instances only):
cell,n
sky130_fd_sc_hd__a21boi_0,4
sky130_fd_sc_hd__a21oi_1,11
sky130_fd_sc_hd__buf_1,8
sky130_fd_sc_hd__buf_2,6
sky130_fd_sc_hd__buf_4,32
sky130_fd_sc_hd__clkbuf_1,7
sky130_fd_sc_hd__fa_1,31
sky130_fd_sc_hd__inv_1,4
sky130_fd_sc_hd__maj3_1,26
sky130_fd_sc_hd__maj3_2,6
sky130_fd_sc_hd__mux2_2,4
sky130_fd_sc_hd__mux2i_1,6
sky130_fd_sc_hd__nand2_1,26
sky130_fd_sc_hd__nor2_1,21
sky130_fd_sc_hd__nor3_1,8
sky130_fd_sc_hd__nor3b_1,5
sky130_fd_sc_hd__nor4_1,5
sky130_fd_sc_hd__o21ai_0,20
sky130_fd_sc_hd__o31ai_1,4
sky130_fd_sc_hd__or4_1,6
sky130_fd_sc_hd__xnor2_1,7
sky130_fd_sc_hd__xor2_1,41
cell type report:
type | instances | area share, %
timing repair buffer | 110 | 30.96
tap | 70 | 2.514
multi-input combinational | 267 | 66.09
inverter | 4 | 0.4310
where the power goes:
group / leakage [nW] / switching, mW / total [mW] / internal, mW
registers: 0 / 0 / 0 / 0
clock network: 0 / 0 / 0 / 0
logic: 1.28 / 0.0266 / 0.0597 / 0.0331
total: 1.28 / 0.0266 / 0.0597 / 0.0331
Power and IR drop assume default switching activity.
